**/design/flow/config.mk**
```make
export PLATFORM = sky130hd
export DESIGN_NAME = MSKg4mul_hpc1
export DESIGN_NICKNAME = MSKg4mul_hpc1
export VERILOG_FILES = /design/flow/design.v
export SDC_FILE = /design/flow/constraint.sdc
export NUM_CORES = 4
export LEC_CHECK = 1
export CORE_AREA = 10 10 74 74
export DIE_AREA = 0 0 84 84
```
**/design/flow/constraint.sdc**
```tcl
current_design MSKg4mul_hpc1

set clk_period 2.1
set clk_io_pct 0.2

create_clock -name clk0 -period $clk_period [get_ports {clk}]

set non_clock_inputs [all_inputs -no_clocks]
set_input_delay [expr $clk_period * $clk_io_pct] -clock clk0 $non_clock_inputs
set_output_delay [expr $clk_period * $clk_io_pct] -clock clk0 [all_outputs]
```
**/design/flow/design.v**
```verilog
module G4_mul(input wire [1:0] x, input wire [1:0] y, output wire [1:0] z);
    wire a, b, c, d, e;
    assign a = x[1];
    assign b = x[0];
    assign c = y[1];
    assign d = y[0];
    assign e = (a ^ b) & (c ^ d);
    assign z[1] = (a & c) ^ e;
    assign z[0] = (b & d) ^ e;
endmodule
module MSKg4mul_dom #(parameter integer d=2)
(
    ina0,
    ina1,
    inb0,
    inb1,
    rnd,
    clk,
    out0,
    out1
);
localparam integer n_rnd=2*d*(d-1)/2;
(* fv_type = "sharing", fv_latency = 0 *)
input  [d-1:0] ina0, ina1, inb0, inb1;
(* fv_type = "random", fv_count = 1, fv_rnd_lat_0 = 0, fv_rnd_count_0 = n_rnd *)
input [n_rnd-1:0] rnd;
(* fv_type = "clock" *)
input clk;
(* fv_type = "sharing", fv_latency = 1 *)
output [d-1:0] out0, out1;
genvar i,j;
wire [1:0] rnd_mat [d][d];  
for(i=0; i<d; i=i+1) begin: gen_igen
    assign rnd_mat[i][i] = 2'b0;
    for(j=i+1; j<d; j=j+1) begin: gen_jgen
        integer offset = ((i*d)-i*(i+1)/2)+(j-1-i);
        assign rnd_mat[j][i] = rnd[2*offset +: 2];
        assign rnd_mat[i][j] = rnd_mat[j][i];
    end
end
genvar k;
generate
for(i=0; i<d; i=i+1) begin: gen_ParProdI
    reg [d-1:0] rfrsh_reg0, rfrsh_reg1;
    for(j=0; j<d; j=j+1) begin: gen_ParProdJ
        wire [1:0] mult_wire;
        G4_mul mul(
            .x({ina1[i],ina0[i]}),
            .y({inb1[j],inb0[j]}),
            .z(mult_wire)
        );
        wire [1:0] rfrsh_wire = mult_wire ^ rnd_mat[i][j];
        always @(posedge clk) begin
            rfrsh_reg0[j] <= rfrsh_wire[0];
            rfrsh_reg1[j] <= rfrsh_wire[1];
        end
    end
    assign out0[i] = ^rfrsh_reg0;
    assign out1[i] = ^rfrsh_reg1;
end
endgenerate
endmodule
module MSKg4mul_hpc1 #(parameter integer d=2)
(
    ina0,
    ina1,
    inb0,
    inb1,
    rnd_ref,
    rnd_mul,
    clk,
    out0,
    out1
);
function integer _ref_nrnd(input integer d);
begin
if (d==1) _ref_nrnd = 1;  
else if (d==2 || d==3) _ref_nrnd = d-1;
else if (d==4 || d == 5) _ref_nrnd = d;
end
endfunction
localparam ref_n_rnd = _ref_nrnd(d);
function integer _ref_rndlat(input integer d);
begin
if (d==1 || d == 2) _ref_rndlat = 0;
else if (d==3 || d==4 || d == 5) _ref_rndlat = 1;
else _ref_rndlat = 2;
end
endfunction
localparam ref_rndlat = _ref_rndlat(d);
localparam dom_rnd = d*(d-1)/2;
localparam hpc1rnd = ref_n_rnd + dom_rnd;
(* matchi_type = "sharing", matchi_latency = 1+ref_rndlat *)
(* fv_type = "sharing", fv_latency = 1+ref_rndlat *)
input  [d-1:0] ina0, ina1;
(* matchi_type = "sharing", matchi_latency = ref_rndlat *)
(* fv_type = "sharing", fv_latency = ref_rndlat *)
input  [d-1:0] inb0, inb1;
(* matchi_type = "clock", fv_type = "clock" *)
input clk;
(* matchi_type = "sharing", matchi_latency = 2+ref_rndlat *)
(* fv_type = "sharing", fv_latency = 2+ref_rndlat *)
output [d-1:0] out0, out1;
(* matchi_type = "random", matchi_latency = 0 *)
(* fv_type = "random", fv_count=1, fv_rnd_lat_0=0, fv_rnd_count_0=2*ref_n_rnd *)
input [2*ref_n_rnd-1:0] rnd_ref;
(* matchi_type = "random", matchi_latency = 1+ref_rndlat *)
(* fv_type = "random", fv_count=1, fv_rnd_lat_0=1+ref_rndlat, fv_rnd_count_0=2*dom_rnd *)
input [2*dom_rnd-1:0] rnd_mul;
wire [d-1:0] inb0_ref, inb1_ref;
MSKref_sni #(.d(d))
rfrsh0 (.in(inb0), .clk(clk), .out(inb0_ref), .rnd(rnd_ref[0 +: ref_n_rnd]));
MSKref_sni #(.d(d))
rfrsh1 (.in(inb1), .clk(clk), .out(inb1_ref), .rnd(rnd_ref[ref_n_rnd +: ref_n_rnd]));
MSKg4mul_dom #(.d(d)) mul (
    .ina0(ina0),
    .ina1(ina1),
    .inb0(inb0_ref),
    .inb1(inb1_ref),
    .clk(clk),
    .rnd(rnd_mul),
    .out0(out0),
    .out1(out1)
);
endmodule
module MSKref_sni #(parameter integer d=2) (in, clk, out, rnd);
function integer _ref_nrnd(input integer d);
begin
if (d==1) _ref_nrnd = 1;  
else if (d==2 || d==3) _ref_nrnd = d-1;
else if (d==4 || d == 5) _ref_nrnd = d;
end
endfunction
localparam ref_n_rnd = _ref_nrnd(d);
function integer _ref_rndlat(input integer d);
begin
if (d==1 || d == 2) _ref_rndlat = 0;
else if (d==3 || d==4 || d == 5) _ref_rndlat = 1;
else _ref_rndlat = 2;
end
endfunction
localparam ref_rndlat = _ref_rndlat(d);
(* syn_keep="true", keep="true", fv_type="sharing", fv_latency=ref_rndlat *)
input [d-1:0] in;
(* syn_keep="true", keep="true", fv_type="sharing", fv_latency=ref_rndlat+1 *)
output reg [d-1:0] out;
(* fv_type="clock" *)
input clk;
(* syn_keep="true", keep="true" *)
(* fv_type= "random", fv_count=1, fv_rnd_lat_0 = 0, fv_rnd_count_0 = ref_n_rnd *)
input [ref_n_rnd-1:0] rnd;
reg [d-1:0] share0;
always @(posedge clk)
  out <= in ^ share0;
if (d == 1) begin: gen_case_d1
    always @(*) begin
        share0 = 1'b0;
    end
end else if (d == 2) begin: gen_case_d2
    always @(*) begin
        share0 = {rnd[0], rnd[0]};
    end
end else if (d==3) begin: gen_case_d3
    always @(posedge clk) begin
        share0 <= {rnd[0]^rnd[1], rnd[1], rnd[0]};
    end
end else if (d==4 || d==5) begin: gen_case_d4
    wire [d-1:0] r1 = rnd[d-1:0];
    always @(posedge clk) begin
        share0 <= r1[d-1:0] ^ { r1[d-2:0], r1[d-1] };
    end
end
endmodule
```
**/design/flow/run.sh**
```bash
#!/bin/bash
# OpenROAD 26Q1-2900-gdf79404cd8, Yosys 0.63+post, stock flow scripts
make -C /OpenROAD-flow-scripts/flow DESIGN_CONFIG=/design/flow/config.mk WORK_HOME=/design/flow/orfs finish
```
==> results.py <==
# Physical implementation metrics
metrics = {
    "grt": {
        "grt_overflow": 0,
        "grt_max_degree": 10,
        "grt_antenna_before_repair": 0,
        "grt_pass1_vias": 448,
        "grt_pass1_wl_mm": 1.994,
        "track_usage_pct": 3.426,
    },
    "critical_path": {
        "path_max_fanout": 1,
        "start_kind": "register",
        "r2r_cells": 2,
        "path_cells": "xor2_1 -> clkdlybuf4s50_1",
        "end_kind": "output pin",
        "cp.required_ps": 1680,
        "path_class": "reg2out",
        "crit_slowest_cell": "clkdlybuf4s50_1",
        "arrival_ps": 1180,
        "max_stage_delay_ps": 490,
    },
    "die": {
        "io_pins": 17,
        "dieHeight_um": 84,
        "coreArea_mm2": 0.003971,
        "die_x_um": 84,
        "fp_util_pct": 15.85,
        "rows": 23,
        "dieArea_mm2": 0.007056,
    },
    "sta": {
        "worstMarginPinSlew_ps": 339.7,
        "timing.fmax_mhz": 625.3,
        "period_needed_ps": 1599,
        "hold_viol_final": 0,
        "setup_violations": 0,
        "skew_ps": 0.1809,
        "slew_headroom_pct": 77.32,
        "grt_setup_unrepaired": "no",
        "tns_ps": 0,
        "fin_crit_sh_pct": 76.15,
        "maxSlewViolCount": 0,
    },
    "clocking": {
        "numCtsBuffers": 3,
        "cts.clk_slew.worst_paths_ps": 50,
        "hold_buffers": 0,
        "ctsHtreeMaxLevel": 1,
        "post_cts_buffers": 0,
        "clk_latency_ps": 230,
        "cts.sinks": 12,
        "cts_tree": "yes",
        "cts_resized": 0,
        "cts.path.max_buffers": 2,
        "cts_root_buffer": "clkbuf_8",
    },
    "route": {
        "drtAntennaViolNets": 0,
        "drtIter0Drc": 17,
        "insertedDiodeCount": 0,
        "wire_per_inst_um": 9.287,
        "wl_mm": 1.198,
        "remaining_drc_errors": 0,
        "first_pass_iters": 4,
        "vias": 456,
        "vias_per_cell": 3.535,
    },
    "power": {
        "p_leak_nw": 0.3438,
        "power_density_mw_per_mm2": 799.3,
        "total_power_uw": 707.0,
        "peakVddDrop_v": 0.0002204,
    },
    "final_layout": {
        "syn_to_final_growth_pct": 40.56,
        "drive_gt1_share_pct": 16.46,
        "lay_top_cells": "clkdlybuf4s50_1 (16), dfxtp_1 (12), xor2_1 (8), nand2b_1 (6)",
        "nFillCells": 424,
        "layout_top_cell": "clkdlybuf4s50_1",
    },
    "min_path": {
        "whs_path_depth": 2,
        "min_path_type": "reg2reg",
    },
    "synthesis": {
        "synth_area_um2": 629.4,
        "ys_warn_count": 2,
        "netlist_instances": 61,
        "syn_avg_cell_area_um2": 10.32,
    },
    "run_status": {
        "status": "finished, final reports clean",
    },
    "placed_design": {
        "routabilityCongestion": 0.7742,
        "port_buffers": 16,
    },
    "flow_run": {
        "warnings": 25,
        "drv_cap": 0,
    },
}
## stage by stage
step                cells  instance area (um2)  hold slack [ps]  util (%)  setup slack (ps)
finish                129                884.6            627.8     22.27             500.8
floorplan              61                629.4            512.7         -              1038
CTS                   129                884.6            643.9     22.27             480.6
detailed placement    125                829.5            628.3     20.89             415.4
global placement      125                829.5            620.8     20.89             436.6
global route          129                884.6            707.1     22.27             402.0
## worst max-delay path: cells and delay by family, from the launching register on
kind | cells | cell delay, ps
XOR/XNOR | 1 | 140
buffers and inverters | 1 | 490
flip-flops | 1 | 320
## worst paths after layout
check / from / end / slack (ps)
max: mul.gen_ParProdI[1].rfrsh_reg0[0]$_DFF_P_ / out0[1] / 500
min: rfrsh0.out[1]$_DFF_P_ / mul.gen_ParProdI[1].rfrsh_reg1[1]$_DFF_P_ / 630
max reg2reg: rfrsh0.out[0]$_DFF_P_ / mul.gen_ParProdI[0].rfrsh_reg1[0]$_DFF_P_ / 880
min reg2reg: rfrsh0.out[1]$_DFF_P_ / mul.gen_ParProdI[1].rfrsh_reg1[1]$_DFF_P_ / 630
## per-layer routing
metal	wire length [um]	up-vias	global-route usage [%]
met1	567	197	3.833
li1	-	243	-
met4	0	0	0.3044
met5	0	-	0
met2	487	16	5.087
met3	143	0	2.854
## power by group
part	total, mW	switching [mW]	internal, mW	leakage (nW)
sequential	0.292	0.0289	0.264	0.101
combinational	0.171	0.0514	0.120	0.214
clock	0.243	0.0784	0.165	0.0288
total	0.707	0.159	0.548	0.344
## area by class of cell
type                       count  area [um2]  area share, %
sequential                    12       240.2          27.16
tap                           50       62.56          7.072
inverter                       2       7.507         0.8487
timing repair buffer          16       160.2          18.10
clock buffer                   4       55.05          6.223
multi-input combinational     45       359.1          40.59
## sequential cells by signal, indices dropped and copies added, names as in the netlist
signal,flops
rfrsh1.out,2
mul.gen_ParProdI.rfrsh_reg0,4
mul.gen_ParProdI.rfrsh_reg1,4
rfrsh0.out,2
Power and IR drop assume default switching activity.
