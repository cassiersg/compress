[/design/flow/run.sh]
#!/bin/bash
# OpenROAD 26Q1-2900-gdf79404cd8, Yosys 0.63+post, stock flow scripts
make -C /OpenROAD-flow-scripts/flow DESIGN_CONFIG=/design/flow/config.mk WORK_HOME=/design/flow/orfs finish
[/design/flow/design.v]
module prng_top
#
(
    parameter RND=1,
    parameter NINIT=4*288,
    parameter MAX_UNROLL=1024
)
(
    input rst,
    input clk,
    input start_reseed,
    output busy,
    input [79:0] seed,
    input out_ready,
    output out_valid,
    output [RND-1:0] out_rnd
);
localparam N_PRNGS = $rtoi($ceil($itor(RND) / MAX_UNROLL));
localparam UNROLL = $rtoi($ceil($itor(RND) / N_PRNGS));
reg core_feed_seed;
reg core_update;
wire [UNROLL*N_PRNGS-1:0] random_bits;
localparam LAT_INIT = $rtoi($ceil($itor(NINIT) / UNROLL));
localparam
    INIT=0,
    RUNNING=1,
    RESEED=2;
reg [1:0] state, nextstate;
always @(posedge clk) begin
    if (rst) begin
        state <= INIT;
    end else begin
        state <= nextstate;
    end
end
parameter ADDR = $clog2(LAT_INIT+1);
reg [ADDR-1:0] cnt_fsm;
reg rst_cnt;
always @(posedge clk) begin
    if (rst | rst_cnt) begin
        cnt_fsm <= 0;
    end else begin
        cnt_fsm <= cnt_fsm + 1;
    end
end
always @(*) begin
    nextstate = state;
    rst_cnt = 1;
    core_update = 0;
    core_feed_seed = 0;
    case (state)
        INIT: begin
            if (start_reseed) begin
                nextstate = RESEED;
                core_feed_seed = 1;
            end
        end
        RESEED: begin
            rst_cnt = 0;
            core_update = 1;
            if (cnt_fsm == LAT_INIT) begin
                nextstate = RUNNING;
            end
        end
        RUNNING: begin
            if (out_ready) begin
                core_update = 1;
            end
            if (start_reseed) begin
                nextstate = RESEED;
                core_feed_seed = 1;
            end
        end
    endcase
end
assign out_valid = (state==RUNNING);
assign busy = (state==RESEED);
genvar i;
generate
for(i=0;i<N_PRNGS;i=i+1) begin: prng_inst
    wire [79:0] iv_trivium = i;
    trivium_prng #(.RND(UNROLL))
    trivium_core(
        .clk(clk),
        .key(seed),
        .iv(iv_trivium),
        .feed_seed(core_feed_seed),
        .update(core_update),
        .rnd_out(random_bits[i*UNROLL +: UNROLL])
    );
end
endgenerate
reg [RND-1:0] reg_rnd_out;
always@(posedge clk)
if(core_update) begin
    reg_rnd_out <= random_bits[RND-1:0];
end
assign out_rnd = reg_rnd_out;
endmodule
module trivium_prng
#
(
    parameter RND = 1
)
(
    clk,
    key,
    iv,
    feed_seed,
    update,
    rnd_out
);
input clk;
input [79:0] key;
input [79:0] iv;
input feed_seed;
input update;
output [RND-1:0] rnd_out;
reg [288-1:0] state;
wire [288-1:0] new_state;
wire [288-1:0] seed;
assign seed[79:0] = key;
assign seed[92:80] = 0;
assign seed[172:93] = iv;
assign seed[284:173] = 0;
assign seed[287:285] = 3'b111;
always @(posedge clk) begin
    if (feed_seed) begin
        state <= seed;    
    end else if (update) begin
        state <= new_state;
    end
end
genvar i;
generate
for (i=0; i<RND; i=i+1) begin: update_step
    wire [288:1] s, snew;
    if (i == 0) begin
        assign s = state;
    end else begin
        assign s = update_step[i-1].snew;
    end
    wire [3:1] t;
    assign t[1] = s[66] ^ s[93];
    assign t[2] = s[162] ^ s[177];
    assign t[3] = s[243] ^ s[288];
    assign rnd_out[i] = t[1] ^ t[2] ^ t[3];
    assign snew[1] = t[3] ^ s[286] & s[287] ^ s[69];
    assign snew[93:2] = s[92:1];
    assign snew[94] = t[1] ^ s[91] & s[92] ^ s[171];
    assign snew[177:95] = s[176:94];
    assign snew[178] = t[2] ^ s[175] & s[176] ^ s[264];
    assign snew[288:179] = s[287:178];
end
endgenerate
assign new_state = update_step[RND-1].snew;
endmodule
[/design/flow/config.mk]
export PLATFORM = sky130hd
export DESIGN_NAME = prng_top
export DESIGN_NICKNAME = prng_top
export VERILOG_FILES = /design/flow/design.v
export SDC_FILE = /design/flow/constraint.sdc
export NUM_CORES = 4
export LEC_CHECK = 1
export CORE_UTILIZATION = 40
[/design/flow/constraint.sdc]
current_design prng_top

set clk_period 33.2
set clk_io_pct 0.2

create_clock -name clk0 -period $clk_period [get_ports {clk}]

set non_clock_inputs [all_inputs -no_clocks]
set_input_delay [expr $clk_period * $clk_io_pct] -clock clk0 $non_clock_inputs
set_output_delay [expr $clk_period * $clk_io_pct] -clock clk0 [all_outputs]
==> impl_metrics.py <==
# Physical implementation metrics
metrics = {
    "floorplan": {
        "die_h_um": 169.7,
        "io_pins": 87,
        "rows": 61,
        "die-area_sq_um": 28790,
        "coreArea_sq_um": 27710,
        "initial_utilization_pct": 40.59,
        "die_x_um": 169.7,
    },
    "pwr": {
        "power_frac_clock_pct": 45.1,
        "combPwrFrac_pct": 6.5,
        "p_int_uw": 647.8,
        "power.density_nw_per_um2": 61.79,
        "swShare_pct": 22.11,
        "p_switching_uw": 183.9,
        "ir_drop_v": 0.00002916,
        "leakage_uw": 0.004893,
        "power_frac_seq_pct": 48.4,
    },
    "logic_synthesis": {
        "synth.distinct_cells": 35,
        "area_leaders": "dfxtp_1 (40%), nand2_1 (22%), edfxtp_1 (22%)",
        "ys_area_sq_um": 11240,
        "synth_seq_share_pct": 61.16,
        "top_logic_kind": "simple AND/OR/NAND/NOR gates",
        "avgSynthCellArea_sq_um": 8.538,
        "ys_sh_simple_pct": 23.24,
        "async_flop_share_pct": 0,
        "syn_area_sq_um": 11240,
        "edf_count": 81,
        "post-synth-top-count-cell": "nand2_1",
        "adder_share_pct": 0.2225,
        "mux_share_pct": 0.1001,
        "ys.flops": 303,
        "synthXorXnorAreaFrac_pct": 1.235,
        "yosys_cells": 1317,
        "aoi_share_pct": 10.37,
        "synth_warnings": 2,
        "common_cells": "nand2_1 (656), dfxtp_1 (222), a21oi_1 (211)",
        "post-synth-top-area-cell": "dfxtp_1",
        "synth_cells": 1317,
        "top_area_share_pct": 39.52,
        "synth_top_flop_cell": "dfxtp_1",
    },
    "critical_path": {
        "worstRegToRegCells": 7,
        "crit_fanout": 78,
        "setup.worst_path.class": "primary input to flop",
        "crit_required_ps": 33540,
        "critPathArrivalTime_ps": 9760,
        "crit_top_cell": "buf_4",
        "reg2reg_to": "prng_inst[0].trivium_core.state[211]",
        "crit_chain": "clkdlybuf4s50_1 -> a21oi_4 -> buf_4 -> buf_4 -> inv_6 -> buf_4 -> nand2_1 -> a21oi_1",
        "r2r_start": "state[2]",
        "rrSetupSlack_ps": 29980,
        "end_kind": "flop",
        "cp_slowest_cell": "buf_4",
        "critPathLaunchType": "primary input",
        "crit_path_max_incr_delay_ps": 740,
    },
    "detailed_routing": {
        "met3WireLength_um": 781,
        "wl_met1_um": 9714,
        "viasPerCell": 4.671,
        "ant_nets": 0,
        "top_layer_used": "met4",
        "drt_wl_total_um": 19860,
        "met2_length_um": 8966,
        "diodes": 0,
        "dr.pass1.iters": 4,
        "drtIter0Drc": 741,
        "dr_total_vias": 8253,
        "wl_per_cell_um": 11.24,
        "drc": 0,
    },
    "final_timing": {
        "final_max_slew_viol_count": 0,
        "skew_ps": 20.18,
        "tns_ps": 0,
        "worst_slew_pin_slew_ps": 813.5,
        "fin_crit_sh_pct": 28.36,
        "setup_violations": 0,
        "hold_viol_final": 0,
        "period_needed_ps": 9417,
        "relSlewSlack_pct": 45.76,
        "timing.fmax_mhz": 106.2,
        "rsz0062_at_grt": "no",
    },
    "clock_tree": {
        "cts_resized": 0,
        "clk_latency_ps": 510,
        "root_buffer": "clkbuf_16",
        "post_cts_buffers": 0,
        "clk_pin_slew_worst_paths_ps": 60,
        "cts_tree": "yes",
        "htreeDepth": 2,
        "cts.sinks": 303,
        "ctsHoldBuffers": 0,
        "clk_path_buf_depth": 3,
        "cts_buffers": 35,
    },
    "finish": {
        "syn_to_final_growth_pct": 19.71,
        "drive_gt1_share_pct": 5.256,
        "finalNonFillerCells": 1767,
    },
    "placed_design": {
        "gp_congestion": 0.7529,
        "hpwlAfterDp_um": 10490,
        "place_inst": 1705,
        "io_buffers": 86,
    },
    "hold_path": {
        "hold_path.class": "flop to flop",
        "min_to": "prng_inst[0].trivium_core.state[143]",
        "worstHoldStart": "prng_inst[0].trivium_core.state[142]",
        "whs_path_depth": 2,
    },
    "global_route": {
        "grt_overflow": 0,
        "antenna_found_initial": 0,
        "grt_pass1_wl_um": 33530,
        "grt_pass1_vias": 7465,
        "grt_use_total_pct": 14.35,
        "grt_max_degree": 178,
    },
    "flow_run": {
        "max_cap_violations": 0,
        "tool_warnings": 28,
    },
    "status": {
        "outcome": "complete, no violations",
    },
}
## power by group through the flow
stage / Clock (uW) / Combinational, uW / Sequential, uW
final: 375 / 54.3 / 403
after global routing: 400 / 61.3 / 404
after CTS: 385 / 55.4 / 403
## how the worst max path moves through the flow
stage / startpoint / end / slack [ps]
final: out_ready / prng_inst[0].trivium_core.state[211] / 23780
after global routing: out_ready / prng_inst[0].trivium_core.state[131] / 23540
after CTS: out_ready / prng_inst[0].trivium_core.state[211] / 23790
## area by class of cell
| type | instances | area [sq um] |
|---|---|---|
| timing repair buffer | 96 | 948.4 |
| clock inverter | 8 | 83.83 |
| fill | 2531 | 14240 |
| clock buffer | 54 | 1070 |
| inverter | 6 | 27.53 |
| multi-input combinational | 922 | 3981 |
| tap | 378 | 473.0 |
| sequential | 303 | 6877 |
## stage by stage
stage          hold WS, ps  utilization, %  cell area [sq um]  power (uW)  worst slack [ps]
5_1_grt              453.6           48.58              13460       865.8             23540
4_1_cts              437.0           48.58              13460       843.6             23790
6_report             432.8           48.58              13460       831.7             23780
2_1_floorplan        432.1               -              11240       446.6             23810
3_3_place_gp         438.6           44.42              12310       465.2             23290
3_5_place_dp         443.2           44.42              12310       465.6             23270
## metal layers
layer  track usage (%)  up-vias
met2             22.08      106
met5                 0        -
met4             2.938        0
met1             22.04     3765
li1                  -     4352
met3             2.992       30
## cells by family (layout without fill, tap and decap cells)
family                   count (synthesis)  in the layout
AND-OR/OR-AND                          226            226
AND/OR/NAND/NOR                        682            682
multiplexers                             1              1
buffers and inverters                   92            164
XOR/XNOR                                11             11
flip-flops                             303            303
adder cells (fa/ha/maj)                  2              2
## critical path, delay by kind of cell
kind	cells	cell delay (ps)
AOI/OAI and AO/OA	2	230
buffers and inverters	5	2630
and+or+nand+nor	1	160
## cell usage in the layout (no fill, tap or decap), types with 4 or more instances in the layout
cell,count
clkinv_2,4
nor2_1,4
dfxtp_1,222
clkdlybuf4s50_1,86
edfxtp_1,81
clkbuf_1,6
a21oi_1,211
o21ai_0,4
clkbuf_8,9
xnor2_1,5
nand3_1,7
buf_4,9
nand2_1,655
inv_1,5
clkbuf_16,36
## flip-flops by register name (all words and copies together) (netlist names)
register                      flops
prng_inst.trivium_core.state    288
cnt_fsm                          11
reg_rnd_out                       1
state                             3
Power is estimated from default activity; no workload was simulated.
