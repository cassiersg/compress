$ cat design/flow/design.v
module G4_scl_N(input wire [1:0] x, output wire [1:0] z);
    wire a, b;
    assign a = x[1];
    assign b = x[0];
    assign z[1] =  b;
    assign z[0] = a ^ b;
endmodule
module G16_mul(input wire [3:0] x, input wire [3:0] y, output wire [3:0] z);
    wire [1:0] a, b, c, d, e, e_scl, p, q;
    assign a = x[3:2];
    assign b = x[1:0];
    assign c = y[3:2];
    assign d = y[1:0];
    G4_mul mul1(.x(a ^ b), .y(c ^ d), .z(e));
    G4_scl_N scl_N(.x(e), .z(e_scl));
    G4_mul mul2(.x(a), .y(c), .z(p));
    G4_mul mul3(.x(b), .y(d), .z(q));
    assign z[3:2] = p ^ e_scl;
    assign z[1:0] = q ^ e_scl;
endmodule
module G4_mul(input wire [1:0] x, input wire [1:0] y, output wire [1:0] z);
    wire a, b, c, d, e;
    assign a = x[1];
    assign b = x[0];
    assign c = y[1];
    assign d = y[0];
    assign e = (a ^ b) & (c ^ d);
    assign z[1] = (a & c) ^ e;
    assign z[0] = (b & d) ^ e;
endmodule
module MSKg16mul_dom #(parameter integer d=2) (
    ina0,
    ina1,
    ina2,
    ina3,
    inb0,
    inb1,
    inb2,
    inb3,
    rnd,
    clk,
    out0,
    out1,
    out2,
    out3
);
localparam integer n_rnd=4*d*(d-1)/2;
(* fv_type = "sharing", fv_latency = 0 *)
input  [d-1:0] ina0, ina1, ina2, ina3, inb0, inb1, inb2, inb3;
(* fv_type = "random", fv_count = 1, fv_rnd_lat_0 = 0, fv_rnd_count_0 = n_rnd *)
input [n_rnd-1:0] rnd;
(* fv_type = "clock" *)
input clk;
(* fv_type = "sharing", fv_latency = 1 *)
output [d-1:0] out0, out1, out2, out3;
genvar i,j;
wire [3:0] rnd_mat [d][d];  
for(i=0; i<d; i=i+1) begin: gen_igen
    assign rnd_mat[i][i] = 2'b0;
    for(j=i+1; j<d; j=j+1) begin: gen_jgen
        integer offset = ((i*d)-i*(i+1)/2)+(j-1-i);
        assign rnd_mat[j][i] = rnd[4*offset +: 4];
        assign rnd_mat[i][j] = rnd_mat[j][i];
    end
end
genvar k;
generate
for(i=0; i<d; i=i+1) begin: gen_ParProdI
    reg [d-1:0] rfrsh_reg0, rfrsh_reg1, rfrsh_reg2, rfrsh_reg3;
    for(j=0; j<d; j=j+1) begin: gen_ParProdJ
        wire [3:0] mult_wire;
        G16_mul mul(
            .x({ina3[i],ina2[i],ina1[i],ina0[i]}),
            .y({inb3[j],inb2[j],inb1[j],inb0[j]}),
            .z(mult_wire)
        );
        wire [3:0] rfrsh_wire = mult_wire ^ rnd_mat[i][j];
        always @(posedge clk) begin
            rfrsh_reg0[j] <= rfrsh_wire[0];
            rfrsh_reg1[j] <= rfrsh_wire[1];
            rfrsh_reg2[j] <= rfrsh_wire[2];
            rfrsh_reg3[j] <= rfrsh_wire[3];
        end
    end
    assign out0[i] = ^rfrsh_reg0;
    assign out1[i] = ^rfrsh_reg1;
    assign out2[i] = ^rfrsh_reg2;
    assign out3[i] = ^rfrsh_reg3;
end
endgenerate
endmodule
module MSKg16mul_hpc1 #(parameter integer d=2)
(
    ina0,
    ina1,
    ina2,
    ina3,
    inb0,
    inb1,
    inb2,
    inb3,
    rnd_ref,
    rnd_mul,
    clk,
    out0,
    out1,
    out2,
    out3
);
function integer _ref_nrnd(input integer d);
begin
if (d==1) _ref_nrnd = 1;  
else if (d==2 || d==3) _ref_nrnd = d-1;
else if (d==4 || d == 5) _ref_nrnd = d;
end
endfunction
localparam ref_n_rnd = _ref_nrnd(d);
function integer _ref_rndlat(input integer d);
begin
if (d==1 || d == 2) _ref_rndlat = 0;
else if (d==3 || d==4 || d == 5) _ref_rndlat = 1;
else _ref_rndlat = 2;
end
endfunction
localparam ref_rndlat = _ref_rndlat(d);
localparam dom_rnd = d*(d-1)/2;
localparam hpc1rnd = ref_n_rnd + dom_rnd;
(* matchi_type = "sharing", matchi_latency = 1+ref_rndlat *)
(* fv_type = "sharing", fv_latency = 1+ref_rndlat *)
input  [d-1:0] ina0, ina1, ina2, ina3;
(* matchi_type = "sharing", matchi_latency = ref_rndlat *)
(* fv_type = "sharing", fv_latency = ref_rndlat *)
input  [d-1:0] inb0, inb1, inb2, inb3;
(* matchi_type = "clock", fv_type = "clock" *)
input clk;
(* matchi_type = "sharing", matchi_latency = 2+ref_rndlat *)
(* fv_type = "sharing", fv_latency = 2+ref_rndlat *)
output [d-1:0] out0, out1, out2, out3;
(* matchi_type = "random", matchi_latency = 0 *)
(* fv_type = "random", fv_count=1, fv_rnd_lat_0=0, fv_rnd_count_0=4*ref_n_rnd *)
input [4*ref_n_rnd-1:0] rnd_ref;
(* matchi_type = "random", matchi_latency = 1+ref_rndlat *)
(* fv_type = "random", fv_count=1, fv_rnd_lat_0=1+ref_rndlat, fv_rnd_count_0=4*dom_rnd *)
input [4*dom_rnd-1:0] rnd_mul;
wire [d-1:0] inb0_ref, inb1_ref, inb2_ref, inb3_ref;
MSKref_sni #(.d(d))
rfrsh0 (.in(inb0), .clk(clk), .out(inb0_ref), .rnd(rnd_ref[0 +: ref_n_rnd]));
MSKref_sni #(.d(d))
rfrsh1 (.in(inb1), .clk(clk), .out(inb1_ref), .rnd(rnd_ref[ref_n_rnd +: ref_n_rnd]));
MSKref_sni #(.d(d))
rfrsh2 (.in(inb2), .clk(clk), .out(inb2_ref), .rnd(rnd_ref[2*ref_n_rnd +: ref_n_rnd]));
MSKref_sni #(.d(d))
rfrsh3 (.in(inb3), .clk(clk), .out(inb3_ref), .rnd(rnd_ref[3*ref_n_rnd +: ref_n_rnd]));
MSKg16mul_dom #(.d(d)) mul (
    .ina0(ina0),
    .ina1(ina1),
    .ina2(ina2),
    .ina3(ina3),
    .inb0(inb0_ref),
    .inb1(inb1_ref),
    .inb2(inb2_ref),
    .inb3(inb3_ref),
    .clk(clk),
    .rnd(rnd_mul),
    .out0(out0),
    .out1(out1),
    .out2(out2),
    .out3(out3)
);
endmodule
module MSKref_sni #(parameter integer d=2) (in, clk, out, rnd);
function integer _ref_nrnd(input integer d);
begin
if (d==1) _ref_nrnd = 1;  
else if (d==2 || d==3) _ref_nrnd = d-1;
else if (d==4 || d == 5) _ref_nrnd = d;
end
endfunction
localparam ref_n_rnd = _ref_nrnd(d);
function integer _ref_rndlat(input integer d);
begin
if (d==1 || d == 2) _ref_rndlat = 0;
else if (d==3 || d==4 || d == 5) _ref_rndlat = 1;
else _ref_rndlat = 2;
end
endfunction
localparam ref_rndlat = _ref_rndlat(d);
(* syn_keep="true", keep="true", fv_type="sharing", fv_latency=ref_rndlat *)
input [d-1:0] in;
(* syn_keep="true", keep="true", fv_type="sharing", fv_latency=ref_rndlat+1 *)
output reg [d-1:0] out;
(* fv_type="clock" *)
input clk;
(* syn_keep="true", keep="true" *)
(* fv_type= "random", fv_count=1, fv_rnd_lat_0 = 0, fv_rnd_count_0 = ref_n_rnd *)
input [ref_n_rnd-1:0] rnd;
reg [d-1:0] share0;
always @(posedge clk)
  out <= in ^ share0;
if (d == 1) begin: gen_case_d1
    always @(*) begin
        share0 = 1'b0;
    end
end else if (d == 2) begin: gen_case_d2
    always @(*) begin
        share0 = {rnd[0], rnd[0]};
    end
end else if (d==3) begin: gen_case_d3
    always @(posedge clk) begin
        share0 <= {rnd[0]^rnd[1], rnd[1], rnd[0]};
    end
end else if (d==4 || d==5) begin: gen_case_d4
    wire [d-1:0] r1 = rnd[d-1:0];
    always @(posedge clk) begin
        share0 <= r1[d-1:0] ^ { r1[d-2:0], r1[d-1] };
    end
end
endmodule
$ cat design/flow/run.sh
#!/bin/bash
# OpenROAD 26Q1-2900-gdf79404cd8, Yosys 0.63+post, stock flow scripts
make -C /OpenROAD-flow-scripts/flow DESIGN_CONFIG=/design/flow/config.mk WORK_HOME=/design/flow/orfs finish
$ cat design/flow/config.mk
export PLATFORM = sky130hd
export DESIGN_NAME = MSKg16mul_hpc1
export DESIGN_NICKNAME = MSKg16mul_hpc1
export VERILOG_FILES = /design/flow/design.v
export SDC_FILE = /design/flow/constraint.sdc
export NUM_CORES = 4
export LEC_CHECK = 1
export CORE_AREA = 10 10 101 101
export DIE_AREA = 0 0 111 111
$ cat design/flow/constraint.sdc
current_design MSKg16mul_hpc1

set clk_period 2.1
set clk_io_pct 0.2

create_clock -name clk0 -period $clk_period [get_ports {clk}]

set non_clock_inputs [all_inputs -no_clocks]
set_input_delay [expr $clk_period * $clk_io_pct] -clock clk0 $non_clock_inputs
set_output_delay [expr $clk_period * $clk_io_pct] -clock clk0 [all_outputs]
==> reports/qor_table.md <==
| Quantity | This run | Unit |
|---|---|---|
| Worst path cell trace | clkdlybuf4s50_1 -> xnor2_1 -> nor2_1 -> xnor2_1 -> xnor2_1 -> xor2_1 | - |
| Vias per cell | 3.73 | - |
| Clock edge transition at the registers on the reported setup and hold paths | 0.08 | ns |
| Count of buffers inserted at the top-level ports | 32 | - |
| DRT iter0 DRCs | 63 | - |
| Core Area | 8130 | um2 |
| Period Utilization, post-route | 87.9 | % |
| Top cell by count, worst path | xnor2_1 | - |
| Number of maximum-capacitance violations | 0 | - |
| Worst path slowest cell | clkdlybuf4s50_1 | - |
| Count of vias placed by the detailed router | 1167 | - |
| Total congestion overflow after global routing | 0 | - |
| Critical Path AT | 2.04 | ns |
| CP endpoint kind | flip-flop | - |
| Area growth from synthesis to layout | 28.0 | % |
| DRC Markers | 0 | - |
| Core Density at Floorplan | 20.2 | % |
| Worst path setup slack after routing | 0.253 | ns |
| Switching power | 582 | uW |
| Via count of the first global-routing pass | 1157 | - |
| Required time of the worst setup path | 2.30 | ns |
| Die X | 111 | um |
| RePlAce Congestion | 0.807 | - |
| Clk Latency, worst-skew pair | 0.26 | ns |
| Synth Cell Area | 1640 | um2 |
| H-tree depth | 1 | - |
| Clock network power share | 13.5 | % |
| Global-route wire length before repair | 5780 | um |
| Average cell area after synthesis | 9.27 | um2 |
| Worst-case vdd ir drop | 251 | uV |
| Cell family with the largest share of critical-path delay | XOR/XNOR gates | - |
| CTS root buf | clkbuf_8 | - |
| Setup Buffers After CTS | 0 | - |
| Gate count after technology mapping | 177 | - |
| Number of buffer and inverter stages on the critical path | 1 | - |
| Diode insertion count for antenna repair | 0 | - |
| Stage-log warning count | 25 | - |
| Final Hold Violation Tally | 0 | - |
| Total negative slack | 0 | ns |
| Kind of critical path | primary input to flip-flop | - |
| CTS sink cnt | 24 | - |
| Die H | 111 | um |
| Number of buffers added by the clock tree synthesis step | 3 | - |
| Max-slew violations | 0 | - |
| Measured slew at the worst slew-check pin | 0.401 | ns |
| Outcome | finished, final reports clean | - |
| Worst-path maximum fanout | 6 | - |
| Max clock buf depth | 2 | - |
| Worst-case register-to-register setup slack | 0.49 | ns |
| Relative contribution of combinational cells to total power | 48.8 | % |
| Final Skew | 0.00537 | ns |
| Setup repair after global routing missed its margin | false | - |
| I/O pin cnt | 33 | - |
| Setup violators final | 0 | - |
| Num rows | 33 | - |
| Placed instance count | 310 | - |
| Worst max-slew margin expressed relative to the limit | 73.3 | % |
| Largest net degree at the start of global routing | 13 | - |
| Sequential Power Share | 37.7 | % |
| Post-detailed-route wirelength per cell | 11.1 | um |
| Post-layout min period | 1.85 | ns |
| Combined global-route utilization of all metal layers | 5.56 | % |
| Internal power | 1390 | uW |
| Class of the worst hold path | primary input to flip-flop | - |
| Max incr delay on CP | 0.54 | ns |
| Launching element type of the critical path | primary input | - |
| Final Instance Count excl. Fillers | 313 | - |
| Chip Footprint | 12300 | um2 |
| Detailed-route wire length | 3480 | um |
| Leakage power | 0.000784 | uW |
| Drt pass-1 iters | 4 | - |
| Fraction of power spent switching nets | 29.5 | % |
| CTS tree | built | - |
| Final cell utilization of the core | 25.8 | % |
| Antenna violations before repair | 0 | - |
| Post-cts gate resize count | 0 | - |
| Share of cells above drive strength 1 | 13.0 | % |
| Worst-case setup slack after placement | -0.0254 | ns |
| ANT nets after route | 0 | - |
| Total power divided by cell area | 939 | nW/um2 |
| Peak clock frequency supported by timing | 0.541 | GHz |
| DP HPWL | 2950 | um |
| Number of warnings issued by yosys | 2 | - |
| Quantity of hold-fixing buffers added after cts | 0 | - |
power by group through the flow:
stage	logic, uW	clock network (uW)	registers (uW)
4_1_cts	995	285	745
6_report	964	267	743
5_1_grt	1070	299	766
final timing paths:
check | depth (start not counted) | start | to
max | 6 | ina0[1] | mul.gen_ParProdI[1].rfrsh_reg0[0]
min | 2 | inb0[1] | rfrsh0.out[1]
max reg2reg | 6 | rfrsh0.out[1] | mul.gen_ParProdI[0].rfrsh_reg3[1]
min reg2reg | 2 | rfrsh1.out[0] | mul.gen_ParProdI[0].rfrsh_reg0[0]
sequential cells by signal, summed over array words and instances (netlist names):
register and count:
mul.gen_ParProdI.rfrsh_reg0 4, mul.gen_ParProdI.rfrsh_reg1 4, mul.gen_ParProdI.rfrsh_reg2 4, mul.gen_ParProdI.rfrsh_reg3 4, rfrsh0.out 2, rfrsh1.out 2, rfrsh2.out 2, rfrsh3.out 2
cell type report:
class                   count  area, um2
clock buffers               3       41.3
fillers                   863       6030
inverters                   1       3.75
multi-input cells         138       1050
flip-flops and latches     24        480
well taps                 105        131
repair buffers             42        395
cell usage in the layout, fill, tap and decap left out, types with 6 or more instances in the layout:
cell             instances
xnor2_1                 41
clkdlybuf4s50_1         32
dfxtp_1                 24
xor2_1                  22
nor2_1                  19
nand2b_1                12
buf_4                   10
mux2_2                   9
o21ai_0                  7
nand2_1                  6
a22oi_1                  6
a21oi_1                  6
stage by stage:
step / area [um2] / hold WS, ns / total power (uW)
3_3_place_gp: 2060 / 0.717 / 1740
6_report: 2100 / 0.717 / 1970
2_1_floorplan: 1640 / 0.513 / 1270
3_5_place_dp: 2060 / 0.722 / 1750
4_1_cts: 2100 / 0.710 / 2030
5_1_grt: 2100 / 0.720 / 2130
metal layers:
layer | track usage [%] | up-vias | wire length [um]
met5 | 0 | - | 0
met4 | 0.347 | 0 | 17
met3 | 1.59 | 2 | 198
met2 | 9.08 | 31 | 1630
met1 | 7.44 | 505 | 1640
li1 | - | 629 | -
Power is estimated from default activity; no workload was simulated.
